===== flow/run.sh =====
#!/bin/bash
# OpenROAD 26Q1-2900-gdf79404cd8, Yosys 0.63+post, stock flow scripts
make -C /OpenROAD-flow-scripts/flow DESIGN_CONFIG=/design/flow/config.mk WORK_HOME=/design/flow/orfs finish

===== flow/config.mk =====
export PLATFORM = sky130hd
export DESIGN_NAME = lift_fsm
export DESIGN_NICKNAME = lift_fsm
export VERILOG_FILES = /design/flow/design.v
export SDC_FILE = /design/flow/constraint.sdc
export NUM_CORES = 4
export LEC_CHECK = 1
export CORE_AREA = 10 10 70 70
export DIE_AREA = 0 0 80 80

===== flow/constraint.sdc =====
current_design lift_fsm

set clk_period 2.1
set clk_io_pct 0.2

create_clock -name clk0 -period $clk_period [get_ports {clk}]

set non_clock_inputs [all_inputs -no_clocks]
set_input_delay [expr $clk_period * $clk_io_pct] -clock clk0 $non_clock_inputs
set_output_delay [expr $clk_period * $clk_io_pct] -clock clk0 [all_outputs]

===== flow/design.v =====
module lift_fsm (
input clk,
input reset,
input [11:0] floor_call_buttons,
input door_open_sensor,
input door_close_sensor,
input [3:0]elevator_position_sensor,
input passenger_weight_sensor,
input fire_alarm_sensor,
input power_outage_sensor,
input disability_sensor,
output elevator_motor_control,
output door_open_control,
output door_close_control,
output [11:0] floor_display,
output alarm_signal,
output emergency_mode_signal
);
reg [3:0] current_state;
reg [3:0] next_state;
parameter IDLE = 4'b0000;
parameter MOVING_UP = 4'b0001;
parameter MOVING_DOWN = 4'b0010;
parameter DOOR_OPENING = 4'b0011;
parameter DOOR_CLOSING = 4'b0100;
parameter PASSENGER_ENTERING = 4'b0101;
parameter PASSENGER_EXITING = 4'b0110;
parameter EMERGENCY_MODE = 4'b0111;
parameter DISABILITY_MODE=4'b1000;
always @(posedge clk or posedge reset) begin
if (reset) begin
current_state <= IDLE;
end else begin
current_state <= next_state;
end
end
always @(*) begin
case (current_state)
IDLE: begin
if (floor_call_buttons != 0) begin
next_state <= MOVING_UP;
end else if (door_open_sensor) begin
next_state <= DOOR_OPENING;
end else begin
next_state <= IDLE;
end
end
MOVING_UP: begin
    if (elevator_position_sensor == 11) begin
      next_state <= DOOR_OPENING;
    end else begin
      next_state <= MOVING_UP;
    end
  end
  MOVING_DOWN: begin
    if (elevator_position_sensor == 0) begin
      next_state <= DOOR_OPENING;
    end else begin
      next_state <= MOVING_DOWN;
    end
  end
  DOOR_OPENING: begin
    if (door_open_sensor) begin
      next_state <= PASSENGER_ENTERING;
    end else begin
      next_state <= DOOR_OPENING;
    end
  end
  DOOR_CLOSING: begin
    if (door_close_sensor) begin
      next_state <= IDLE;
    end else begin
      next_state <= DOOR_CLOSING;
    end
  end
  PASSENGER_ENTERING: begin
    if (passenger_weight_sensor) begin
      next_state <= DOOR_CLOSING;
    end else begin
      next_state <= PASSENGER_ENTERING;
    end
  end
  PASSENGER_EXITING: begin
    if (passenger_weight_sensor == 0) begin
      next_state <= DOOR_CLOSING;
    end else begin
      next_state <= PASSENGER_EXITING;
    end
  end
  EMERGENCY_MODE: begin
    next_state <= EMERGENCY_MODE;
  end
  DISABILITY_MODE: begin
     if (disability_sensor)begin
         next_state<=DISABILITY_MODE;
     end 
    else if (floor_call_buttons != 0) begin
  next_state <= MOVING_UP;
end
end  default: begin
    next_state <= IDLE;
   end
endcase
end
assign elevator_motor_control = (current_state == MOVING_UP) ? 1'b1 : (current_state == MOVING_DOWN) ? 1'b0 : 1'bz;
assign door_open_control = (current_state == DOOR_OPENING) ? 1'b1 : 1'bz;
assign door_close_control = (current_state == DOOR_CLOSING) ? 1'b1 : 1'bz;
assign floor_display = elevator_position_sensor;
assign alarm_signal = (fire_alarm_sensor | power_outage_sensor);
assign emergency_mode_signal = (current_state == EMERGENCY_MODE);
endmodule

==> impl_metrics.toml <==
# physical design summary
[die]
ios = 41
die_h_microns = 80
die_w_microns = 80
core-area_sq_um = 3420
initCoreUtil = 0.139
chipArea_sq_um = 6400
row_count = 21

[route]
first_pass_iters = 4
ant_nets = 0
n_antenna_cell = 0
postRouteWirelength_microns = 1350
vias_per_cell = 3.54
wl_per_cell_microns = 10.2
drt_iter0_drc = 51
drc = 0
vias = 467

[job]
drv_cap = 0
warnings = 25

[global_routing]
grt_max_degree = 9
grt_pass1_wl_microns = 2160
grt_overflow = 0
grt_pass1_vias = 475
grt_usage = 0.0402
antenna_found_initial = 0

[logic_synthesis]
syn_inst = 59
yosysTopAreaCell = "buf_4"
ys_area_sq_um = 474
synth.avg_cell_area_sq_um = 8.04
ys_cells = 59
synth_top_area_share = 0.222
synth.distinct_cells = 22
syn_area_sq_um = 474
yosysWarnings = 4
topCellsByArea = "buf_4 22%, dfrtp_1 21%, dlxtn_1 13%"
synth-seq-cells = 8

[final_timing]
max_freq_mhz = 508
tightest_slew_ns = 0.518
rsz0062_at_grt = "no"
unclocked_pins = 4
fin_crit_ns = 1.97
untimed_endpoints = 8
finalClockPeriodUsage = 0.937
setup-tns-final_ns = 0
layout_setup_ws_ns = 0.132
maxSlewViolCount = 0
slew_headroom = 0.651
finalHoldViolCount = 0
setup_viol = 0

[cts]
cts_tree = "yes"
cts_buffer_depth = 2
htree_levels = 1
clk_pin_slew_ns = 0.04
post_cts_buffers = 0
cts_buffers = 3
root_buffer = "clkbuf_4"

[power]
power_frac_comb = 0.267
power_frac_seq = 0.332
p_per_area_nw_per_um2 = 298
leakage_nw = 0.325
internal_power_mw = 0.190
switching_share = 0.187
power.total_mw = 0.234
vdd_drop_max_mv = 0.0748
power_frac_clock = 0.400
p_switching_mw = 0.0436

[place]
routabilityCongestion = 0.675
dp_hpwl_microns = 1220
numPortBuffers = 30
post-place-ws_ns = 0.172
placedCellCount = 129

[finish]
areaGrowthSynthToFinish_pct = 65.4
drive_above_1_share = 0.0698
instances_no_fill = 132

[worst_setup_path]
cp_slowest_cell = "clkdlybuf4s50_1"
critPathKind = "flip-flop to output pin"
crit_path_end_kind = "output pin"
arrival_ns = 1.55
slowest_delay_ns = 0.46
crit_fanout = 8
startpoint_type = "flip-flop"
worstPathRequired_ns = 1.68
crit_chain = "nor2b_1 > and3_1 > clkdlybuf4s50_1"

[outcome]
run_status = "finished clean"

[worst_hold_path]
min-delay-path-class = "primary input to async pin"
[sequential cells by signal (all words and copies together) (netlist names)]
register	count
current_state	4
next_state	4
[Yosys cell counts]
cell and n:
nor2_1 1, and3_1 2, buf_4 14, a21oi_1 1, inv_1 3, a22oi_1 1, nor4_1 3, dfrtp_1 4
dlxtn_1 4, nand3_1 2, nor2b_1 2, conb_1 2, nor3_1 2, or2_2 1, or4_4 1, nand2_1 7
a21boi_0 1, nor3b_1 2, and4b_1 1, o21ai_0 2, o41ai_1 2, a31oi_1 1
[placed cells by master (no fill, tap or decap), drive strengths merged]
cell type,netlist,layout
a22oi,1,1
nor4,3,3
or2,1,1
dfrtp,4,4
clkdlybuf4s50,0,30
nor3,2,2
dlxtn,4,4
o21ai,2,2
and3,2,2
conb,2,10
and4b,1,1
a31oi,1,1
nor2b,2,2
a21oi,1,1
clkbuf,0,3
inv,3,3
or4,1,1
a21boi,1,1
nand3,2,2
nand2,7,7
nor2,1,1
nor3b,2,2
o41ai,2,2
[metal layers]
layer  up-vias  part of all wire  track usage
met1       194              0.39       0.0478
li1        237                 -            -
met5         -                 0            0
met2        34              0.43       0.0586
met3         2              0.16       0.0239
met4         0             0.016       0.0141
[how the worst max path moves through the flow]
stage | startpoint | endpoint
final | current_state[3] | emergency_mode_signal
after CTS | current_state[3] | elevator_motor_control
after global routing | current_state[3] | elevator_motor_control
[power by group through the flow]
stage,clock network [mW],logic [mW],registers [mW]
4_1_cts,0.100,0.0642,0.0776
5_1_grt,0.106,0.0690,0.0776
6_report,0.0935,0.0625,0.0777
[area by class of cell]
| cell class | instances | area (sq um) |
|---|---|---|
| Clock buffer | 3 | 22.5 |
| Sequential cell | 8 | 160 |
| Multi-Input combinational cell | 42 | 233 |
| Inverter | 3 | 11.3 |
| Timing Repair Buffer | 30 | 300 |
| Fill cell | 386 | 2630 |
| Tap cell | 46 | 57.6 |
[per-stage QoR]
step	utilization	instance area, sq um	hold slack, ns
2_1_floorplan	-	504	0.186
3_3_place_gp	0.222	757	0.614
3_5_place_dp	0.222	757	0.617
4_1_cts	0.228	779	0.365
5_1_grt	0.230	785	0.379
6_report	0.230	785	0.365
[cell families (layout without fill, tap and decap cells)]
family | Yosys count | in the layout | share of synthesized area
AND/OR/NAND/NOR | 24 | 24 | 0.288
buffers and inverters | 17 | 36 | 0.245
AND-OR/OR-AND | 8 | 8 | 0.113
latches | 4 | 4 | 0.127
other | 2 | 10 | 0.0158
flip-flops | 4 | 4 | 0.211
[repair_timing]
item                                    CTS  global route
hold buffers                              0             0
endpoints found under the setup margin    0             1
resized                                   0             1
[worst max-delay path, delay by kind of cell (launching register included)]
family	cells	cell delay (ns)
buffers and inverters	1	0.46
DFF	1	0.45
and+or+nand+nor	2	0.40
